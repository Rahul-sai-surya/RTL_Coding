**./config.mk**
```make
export PLATFORM = sky130hd
export DESIGN_NAME = RAM
export DESIGN_NICKNAME = RAM
export VERILOG_FILES = /design/flow/design.v
export SDC_FILE = /design/flow/constraint.sdc
export NUM_CORES = 4
export LEC_CHECK = 1
export CORE_UTILIZATION = 50
export SYNTH_MEMORY_MAX_BITS = 65536
```
**./constraint.sdc**
```tcl
current_design RAM

set clk_period 39.6
set clk_io_pct 0.2

create_clock -name clk0 -period $clk_period [get_ports {clk}]

set non_clock_inputs [all_inputs -no_clocks]
set_input_delay [expr $clk_period * $clk_io_pct] -clock clk0 $non_clock_inputs
set_output_delay [expr $clk_period * $clk_io_pct] -clock clk0 [all_outputs]
```
**./design.v**
```verilog
module RAM(
input clk,
input [31:0]data_in,
input [12:0]add_in,
input wr_en,
output reg [31:0]data_out
    );
  reg [31:0] ram_block [0:256];  
    always @ (posedge clk) begin
    if(wr_en) begin
    ram_block[add_in]<=data_in;
    end
    else begin
    data_out<= ram_block[add_in];
    end
    end
endmodule
```
**./run.sh**
```bash
#!/bin/bash
# OpenROAD 26Q1-2900-gdf79404cd8, Yosys 0.63+post, stock flow scripts
make -C /OpenROAD-flow-scripts/flow DESIGN_CONFIG=/design/flow/config.mk WORK_HOME=/design/flow/orfs finish
```
==> run notes <==
impl run done, here's what came out: outcome finished clean, total CTS buffers 803, series of cell instances along the critical path buf_16, buf_4, buf_4, buf_4, buf_4, buf_4, buf_4, buf_4, mux2_2, o21ai_0, a21oi_1, a221oi_1, o221ai_1, a31oi_1, o21bai_1, clk latency of the worst-skew pair 1.18 ns, number of library cell types mapped by synthesis 68, Max Cap Violations 0, fill count 43914, hold buffers post-CTS 0, slew at the pin closest to its max-slew limit 1.29 ns, number of warnings the tools reported 31, Comb gate area 65300 sq um, buffer levels on the longest clock path 4, routed vias 155011, clock tree from TritonCTS built, GRT Residual Overflow 0, worst-path cell with the longest stage delay a31oi_1, Final Cycle Share 35.7%, Post-CTS Repair Setup Buffers 0, CP endpoint kind flip-flop, cells taking the most area after synthesis edfxtp_1 (79%), mux4_2 (12%), mux2i_1 (3.1%), a22oi_1 (0.82%), buf_2 (0.60%), setup repair after global routing missed its margin no, max-slew violation count 0, crit-path max FO between 70 and 80, share of the synthesized area in the top cell type between 70% and 80%, number of hold violations in the final report 0, Slew Limit Headroom 13.7%, EDFF count, synth 8256, area inside the core boundary about 630000 sq um, share of post-route cells with drive strength above 1 26.4%, cell count in the Yosys report 14146, async set or reset register ratio after synthesis 0%, chip area 633000 sq um, startpoint type of the worst setup path input port, arrival time of data at the critical path endpoint 15.03 ns, pre-placement core utilization 50.2%, kind of critical path in2reg, fmax 70.8 MHz, cell type with the highest occurrence count on the critical path buf_4, warnings from Yosys 1, first-pass GRT wire length 1310000 um, number of antenna violations at the first check in global routing 60, Synth Cell Area 315000 sq um, Die Y 796 um, total negative setup slack 0 ns, largest net degree at the start of global routing 98, number of resized instances in the post-cts repair step 0, number of placement rows 291, Mapped Cells 14146, drt wl/cell between 30 and 40 um, clock period minus worst slack 14.13 ns, synth-to-layout area growth 13.4%, leakage power summed over all cells 112 nW, HPWL after detailed placement between 500000 and 600000 um, gpl congestion 0.915, CTS root buffer clkbuf_16, I/O Buffers 74, main flop type edfxtp_1, Setup Skew 0.0656 ns, slowest cell delay on critical path 0.70 ns, final-report setup violation count 0, required time of the critical path about 41 ns, Detailed Route Iter0 Violations 10478, post-synthesis sequential area ratio about four fifths, via count of the first global-routing pass ~170k, mean area per synthesized cell 22.3 sq um, Overall Global Routing Usage 34.5%, number of vias per cell after detailed routing around 6.4, area used by sequential logic in the layout about 250000 sq um, summed standard-cell area reported by yosys 315000 sq um, Routed WL 957000 um, H-tree depth 6, Chip Width 796 um, Hold WC Path Type reg2reg, Buffers & Inverters on Critical Path 8, synthesis-stage register bit count 8256, worst IR drop on VDD 0.0000549 V, total design power 18.0 mW, CTS sink cnt 8256, category of cells accounting for the largest share of critical-path delay buffers and inverters, cell area power density 50.4 nW/um^2, clock transition at the register clock pins on the worst setup and hold paths after CTS 0.06 ns, first-pass iteration count of the detailed router 6, post-synth top area cell edfxtp_1, DRC violation count after routing 0, Antenna Violating Nets Remaining 0, boundary pin count 79
-- cells by family after synthesis --
kind of cell / after synthesis / synth area share [%]
compound gates: 1351 / 3.00
buf+inv: 812 / 1.32
flops: 8256 / 78.7
mux: 2737 / 15.5
simple gates: 990 / 1.43
-- synthesized netlist by cell type (6+ instances only) --
master and instances:
a22o_1 57, o21ai_0 140, a32o_1 12, buf_4 115, edfxtp_1 8256, or4_1 6, nand3_1 109, a41oi_1 12
inv_1 6, and3_1 23, a21oi_1 173, o2111ai_1 10, o22ai_1 201, or3_1 9, buf_6 26, o221ai_1 16
nor2_1 378, nand4b_1 6, nor4_1 43, a221o_1 8, nor2b_1 14, o31ai_1 16, buf_1 65, a32oi_1 17
mux4_2 1711, clkbuf_1 219, o32ai_1 8, a22oi_1 346, a211oi_1 47, a31oi_1 70, nor3_1 54, nand4_1 53
a221oi_1 123, and2_1 9, nand2_1 255, o22a_1 10, nand2b_1 7, mux2i_1 982, o211ai_1 39, a2111oi_0 13
nor3b_1 7, buf_2 376, a211o_1 10, mux2_2 44
-- registers in the layout (all words and copies together) (netlist names) --
name,flops
ram_block,8224
data_out,32
-- worst paths after layout --
path	startpoint	to	slack, ns	cells after the start
max	add_in[1]	data_out[13]	25.47	15
min	ram_block[256][8]	data_out[8]	0.53	2
max reg2reg	ram_block[243][9]	data_out[9]	35.74	8
min reg2reg	ram_block[256][8]	data_out[8]	0.53	2
-- worst min-delay path: stages (launching register included) --
cell and delay [ns]:
edfxtp_1 0.32, nand2_1 0.05, nand4_1 0.06
-- metal layers --
metal / part of all wire (%) / global-route usage, % / vias up
met5: 0.45 / 6.78 / -
met4: 5.9 / 14.5 / 108
met3: 24 / 35.3 / 2136
met2: 44 / 45.6 / 13726
met1: 25 / 35.1 / 76718
li1: - / - / 62323
-- power breakdown --
group	internal [mW]	switching [mW]	leakage, nW
sequential	9.63	0.0123	74.2
clock	4.24	3.22	12.6
combinational	0.283	0.619	25.5
total	14.2	3.85	112
-- layout make-up --
class / instances / area share, %
clock buffer: 976 / 5.93
sequential: 8256 / 69.4
multi-input combinational: 5078 / 18.3
clock inverter: 506 / 1.25
inverter: 11 / 0.0147
antenna: 63 / 0.0441
tap: 8350 / 2.93
timing repair buffer: 943 / 2.14
-- cells in the final DEF, fill, tap and decap left out, types with 99 or more instances in the layout --
cell type	count
a21oi_1	173
a221oi_1	122
a22oi_1	346
buf_4	859
clkbuf_1	153
clkbuf_16	823
clkinv_1	200
clkinv_2	176
edfxtp_1	8256
mux2i_1	979
mux4_2	1711
nand2_1	237
nand3_1	99
nor2_1	105
nor2_4	263
o21ai_0	131
o22ai_1	201
-- per-stage QoR --
stage                     hold WS, ns  util [%]  area, sq um  std cells  setup slack [ns]
after CTS                       0.540      56.9       357000      24120             25.70
after floorplan                 0.501         -       315000      14146             27.87
after global routing            0.574      56.9       357000      24151             25.18
after global placement          0.519      52.8       331000      22638             24.68
after detailed placement        0.522      52.8       331000      22638             24.41
final                           0.534      56.9       357000      24183             25.47
Power figures rest on the tool's default switching activity, not on a simulated workload.
