## flow/run.sh

```bash
#!/bin/bash
# OpenROAD 26Q1-2900-gdf79404cd8, Yosys 0.63+post, stock flow scripts
make -C /OpenROAD-flow-scripts/flow DESIGN_CONFIG=/design/flow/config.mk WORK_HOME=/design/flow/orfs finish
```

## flow/config.mk

```make
export PLATFORM = sky130hd
export DESIGN_NAME = Decoder_3_8
export DESIGN_NICKNAME = Decoder_3_8
export VERILOG_FILES = /design/flow/design.v
export SDC_FILE = /design/flow/constraint.sdc
export NUM_CORES = 4
export LEC_CHECK = 1
export CORE_AREA = 10 10 70 70
export DIE_AREA = 0 0 80 80
```

## flow/constraint.sdc

```tcl
current_design Decoder_3_8

set clk_period 1.0
set clk_io_pct 0.2

create_clock -name clk0 -period $clk_period [get_ports {clk}]

set non_clock_inputs [all_inputs -no_clocks]
set_input_delay [expr $clk_period * $clk_io_pct] -clock clk0 $non_clock_inputs
set_output_delay [expr $clk_period * $clk_io_pct] -clock clk0 [all_outputs]
```

## flow/design.v

```verilog
`timescale 1ns / 1ps
module Decoder_3_8(
input rst,clk,
input [2:0]i,
output reg[7:0]q
    );
    always @(posedge clk or posedge rst)
    begin
    if(rst)
    q<=8'b00000000;
    else
    begin
    case(i)
    3'b000: begin q<=8'b00000001; end
    3'b001: begin q<=8'b00000010; end
    3'b010: begin q<=8'b00000100; end
    3'b011: begin q<=8'b00001000; end
    3'b100: begin q<=8'b00010000; end
    3'b101: begin q<=8'b00100000; end
    3'b110: begin q<=8'b01000000; end
    3'b111: begin q<=8'b10000000; end
    endcase
    end
    end
endmodule
```

==> CHANGELOG.md <==
### Implementation results

- Grt total ovfl: 0
- Pre-CTS WS: -0.151 ns
- Setup-failing EPs final: 0
- CTS Buf Count: 3
- Distinct cells, synth: 6
- Crit path DRT: 0.80 ns
- H-tree Lvls: 1
- Pin count of the biggest net entering global routing: 9
- Share of layout cells above drive strength 1: 43.8%
- Top flop regs: q: 8 flops
- GRT Total Usage: 1.68%
- CTS tree: done
- Root Driver: clkbuf_4
- Unrepaired setup endpoints after global routing: no
- CTS clk-pin slew, worst paths: 0.05 ns
- Post-DP Area: 447 µm²
- Power Density: 1430 nW/µm²
- Fin. max-slew vios: 0
- Final ANT Viol Nets: 0
- Max FFs per register: 8
- Syn Area/Cell: 15.8 µm²
- Worst Path Max Fanout: 1
- Filler instances: 397
- Ys cells: 17
- Die width: 80 µm
- Top reg by flops: q
- Core area: 3420 µm²
- Cycle use final: 95.6%
- Top Layout Cells: 8 x dfrtp_1, 7 x clkbuf_2, 4 x clkdlybuf4s50_1
- Buffers and inverters on the worst path: 1
- Setup repair bufs after CTS: 0
- Compound Share, Synth: 0%
- Synth Warn #: 1
- DRC: 0
- Mapped Area: 269 µm²
- Fin area: 434 µm²
- Mux area share: 0%
- Most numerous logic cell after layout: dfrtp_1
- Xor+xnor area frac: 0%
- DR pass1 iterations: 4
- Vias in the first global route: 196
- Initial antenna violation count: 0
- Leak: 0.208 nW
- Status: finished, final reports clean
- Total wire length: 580 µm
- CP Class: register to primary output
- Hold Path Class: input pin to async pin
- Synth Instances: 17
- Crit. Startpoint: q[2]
- Vias: 180
- Multi-input combinational cell area: 65.1 µm²
- Crit path time final: 0.956 ns
- Routed len/inst: 7.44 µm
- Chip Area: 6400 µm²
- Max VDD drop: 0.201 mV
- Crit path capture: q[2]
- CP startpoint kind: register
- First-pass GRT wire length: 848 µm
- Critical Path Stages: 1
- Top logic family: simple AND/OR/NAND/NOR gates
- Final hold slack: 0.195 ns
- Slowest stage cell, crit path: dfrtp_1
- Final WS setup: 0.0439 ns
- Antenna diodes: 0
- Rows: 21
- Flop area: 200 µm²
- Synth flops: 8
- Detailed router's first-iteration violation count: 10
- Arrival time worst endpoint: 0.76 ns
- Yosys stat area: 269 µm²
- CTS Buffer Depth: 2
- Crit-path cells: clkdlybuf4s15_1
- Synth Area in Adders: 0%
- Max incr delay on CP: 0.35 ns
- Max Cap Viol: 0
- OpenROAD warning count: 25
- Seq share, synth: 74.4%
- Chip height: 80 µm
- Max-slew headroom at the worst pin: 82.0%
- CP endpoint kind: primary output
- Worst-Margin Slew: 0.270 ns
- Area Growth Syn to Fin: 61.4%
- Initial Util: 7.88%
- Synth Area in Simple Gates: 24.2%
- Via density: 2.31
- Gpl congestion: 0.804
- Num ports: 13
- Clock sinks: 8
- Final Hold Fails: 0
- PortBufs: 12
- Fmax: 1050 MHz
- CP top delay family: flip-flops
## stage by stage
stage / setup TNS [ns] / util (%) / cells / power [mW]
finish: 0 / 12.7 / 78 / 0.621
global route: 0 / 12.7 / 78 / 0.662
CTS: 0 / 13.7 / 78 / 0.642
detailed placement: -0.857 / 13.1 / 75 / 0.411
global placement: -0.746 / 13.1 / 75 / 0.410
floorplan: 0 / - / 17 / 0.358
## routing by layer
| layer | global-route usage, % | part of all wire [%] | up-vias | routed length, µm |
|---|---|---|---|---|
| met3 | 1.25 | 11 | 0 | 63 |
| met4 | 0.880 | 0 | 0 | 0 |
| li1 | - | - | 88 | - |
| met1 | 1.15 | 39 | 82 | 229 |
| met2 | 3.13 | 49 | 10 | 287 |
| met5 | 0 | 0 | - | 0 |
## kinds of logic (layout without fill, tap and decap cells)
logic type,after synthesis,count (layout)
flip-flops,8,8
AND/OR/NAND/NOR,8,8
buffers and inverters,1,16
## worst min-delay path by stage
stage,from,end,depth (start not counted)
4_1_cts,rst,q[3],2
5_1_grt,rst,q[7],2
6_report,rst,q[3],2
## repair_timing
item / 4_1_cts / 5_1_grt
resized: 16 / 7
gates cloned: 0 / 0
endpoints found under the setup margin: 8 / 7
hold buffers: 0 / 0
## Yosys cell counts
library cell  number  area (µm²)
and3b_2            3        30.0
inv_1              1        3.75
nor3_1             1        5.00
and3_2             1        7.51
nor3b_1            3        22.5
dfrtp_1            8         200
## where the power goes
part           internal [mW]  switching (mW)
Combinational         0.0317          0.0213
Clock                  0.136          0.0919
Sequential             0.337         0.00309
Total                  0.505           0.116
## final cells by class
class                      count  area share, %
tap                           46           13.3
clock buffer                   3           5.19
multi-input combinational      8           15.0
inverter                       1          0.865
timing repair buffer          12           19.6
sequential                     8           46.1
Power figures rest on the tool's default switching activity, not on a simulated workload.
