--- flow/run.sh ---
#!/bin/bash
# OpenROAD 26Q1-2900-gdf79404cd8, Yosys 0.63+post, stock flow scripts
make -C /OpenROAD-flow-scripts/flow DESIGN_CONFIG=/design/flow/config.mk WORK_HOME=/design/flow/orfs finish
--- flow/config.mk ---
export PLATFORM = sky130hd
export DESIGN_NAME = Encoder_8_3
export DESIGN_NICKNAME = Encoder_8_3
export VERILOG_FILES = /design/flow/design.v
export SDC_FILE = /design/flow/constraint.sdc
export NUM_CORES = 4
export LEC_CHECK = 1
export CORE_AREA = 10 10 70 70
export DIE_AREA = 0 0 80 80
--- flow/constraint.sdc ---
current_design Encoder_8_3

set clk_period 1.3
set clk_io_pct 0.2

create_clock -name clk0 -period $clk_period [get_ports {clk}]

set non_clock_inputs [all_inputs -no_clocks]
set_input_delay [expr $clk_period * $clk_io_pct] -clock clk0 $non_clock_inputs
set_output_delay [expr $clk_period * $clk_io_pct] -clock clk0 [all_outputs]
--- flow/design.v ---
`timescale 1ns / 1ps
module Encoder_8_3(
input [7:0]i,
input clk,rst,
output reg [2:0]q 
    );
    always @(posedge clk or posedge rst)
    begin
    if(rst)
    q<=3'b000;
    else begin
    case(i)
     8'b00000001: begin q<=3'b000; end
     8'b00000010: begin q<=3'b001; end
     8'b00000100: begin q<=3'b010; end
     8'b00001000: begin q<=3'b011; end
     8'b00010000: begin q<=3'b100; end
     8'b00100000: begin q<=3'b101; end
     8'b01000000: begin q<=3'b110; end
     8'b10000000: begin q<=3'b111; end
     endcase
     end
     end
endmodule
==> out/summary.log <==
[status] outcome finished, final reports clean
[timing] setup repair after global routing missed its margin false
[synthesis] Registers, synthesis 3
[floorplanning] overall die width 80 um
[timing] Slew HR 0.8135
[floorplanning] I/O Pins 13
[setup_path] Slowest cell on crit path sky130_fd_sc_hd__dlygate4sd2_1
[global_route] maximum number of pins on one net before global-route repair 7
[synthesis] count of cell types in the netlist 19
[timing] worst setup margin 102.1 ps
[pwr] leakage power figure 0.2387 nW
[timing] Clock Skews 0 ps
[route] met2 wire len 242 um
[timing] shortest clock period the worst path allows after layout 1198 ps
[clocking] CTS root buffer sky130_fd_sc_hd__clkbuf_4
[clocking] hold bufs inserted after CTS 0
[place] HPWL Detailed 682.3 um
[synthesis] mean instance size in the synthesized netlist 8.048 sq um
[synthesis] Syn. warnings 1
[setup_path] Crit Path Class in2reg
[route] Top Metal Used met3
[synthesis] number of synthesized flops with an enable pin 0
[route] post-route DRC violation count 0
[pwr] total chip power 0.0004615 W
[route] number of antenna cells inserted 0
[pwr] Max rail drop VDD 0.1911 mV
[floorplanning] total die area 6400 sq um
[synthesis] register share after synthesis 0.2521
[setup_path] highest cell delay on the worst timing path 300 ps
[route] met3 WL 129 um
[cells_and_area] max reg flops 3
[route] antenna-violating nets left 0
[global_route] first-pass GRT wire length 1414 um
[route] Detailed Routing Iterations Pass 1 2
[route] DR iter-0 viols 5
[global_route] number of antenna violations at the first check in global routing 0
[timing] Final Hold Fails 0
[cells_and_area] largest registers q: 3 flops
[place] gp weighted congestion 0.7595
[setup_path] Arrival @ worst endpoint 1300 ps
[floorplanning] site row count 21
[place] Placement Setup Slack -338.5 ps
[setup_path] family with the most delay on the worst path AND-OR/OR-AND gates
[hold_path] path class of the lowest-slack min-delay path in2async
[global_route] total global-route track usage 0.02708
[route] met1 routed wirelength after detailed routing 459 um
[floorplanning] area of the placeable core 3416 sq um
[synthesis] cell taking the most area after synthesis sky130_fd_sc_hd__dfrtp_1
[synthesis] post-synthesis cell type with the largest instance count sky130_fd_sc_hd__nand2_1
[setup_path] Critical Path End Type flip-flop
[timing] slew of the pin with the lowest slew margin 278.5 ps
[global_route] via count of the first global-routing pass 352
[flow_run] number of warning messages in the logs 25
[floorplanning] starting density of the core 0.08718
[pwr] PD cells 853.8 nW/um^2
[synthesis] post-synth top area share 0.2521
[clocking] clock input transition at the sequential cells of the worst setup and hold paths 40 ps
[setup_path] biggest fanout along the worst timing path 6
[route] vias per cell 3.029
[setup_path] startpoint class of the critical path input port
[synthesis] summed instance area of the synthesized netlist 297.8 sq um
[synthesis] chip area line of the yosys report 297.8 sq um
[clocking] Num CTS Buffers 3
[setup_path] combined buffer and inverter count along the critical path 1
[global_route] leftover overflow at the end of global routing 0
[setup_path] worst-path cell chain dlygate4sd2_1, xor2_1, o21a_1, o211ai_1, o31ai_2
[clocking] clock insertion delay at the later pin of the skew report 230 ps
[timing] fmax 0.8348 GHz
[timing] share of the cycle needed by the critical path after routing 0.9214
[route] total via count after detailed routing 312
[synthesis] Commonest flop sky130_fd_sc_hd__dfrtp_1
[flow_run] Max Cap Viol 0
[place] count of input and output buffers 12
[clocking] clock buffer depth 2
[timing] final-report max-slew violation count 0
[cells_and_area] share of cells above drive strength 1 0.2281
[floorplanning] die y size 80 um
[clocking] clock tree from TritonCTS yes
[timing] Fin Hold WS 201.9 ps
[setup_path] Stages on worst setup path 5
[setup_path] cells on worst reg2reg path 2
[timing] number of setup violations in the final report 0
[synthesis] ys async rst share 1.000
[synthesis] ranking of synthesized cells by instance count sky130_fd_sc_hd__nand2_1, sky130_fd_sc_hd__inv_1, sky130_fd_sc_hd__nor2_1
[route] Wirelength per Cell 8.078 um
[synthesis] Synth Instances 37
[cells_and_area] post-layout utilization of the core 0.1582
[cells_and_area] area delta synth->final 81.51%
[route] WL final 832 um
[cells_and_area] register name with the most flops q
[synthesis] largest cells by area after synthesis sky130_fd_sc_hd__dfrtp_1, sky130_fd_sc_hd__xor2_1, sky130_fd_sc_hd__a31oi_4
[synthesis] number of cells in Yosys stat 37
[setup_path] Data required, critical path 1400 ps
[clocking] CTS H-Tree Depth 1
[clocking] clock tree sinks 3
-- power by group --
group | internal, W | total, W | switching [W] | leakage (nW)
clock network | 0.000115 | 0.000162 | 0.0000467 | 0.0150
registers | 0.000123 | 0.000134 | 0.0000116 | 0.0338
logic | 0.0000990 | 0.000165 | 0.0000665 | 0.190
-- cell usage in the layout (no fill, tap or decap), drive strengths merged --
cell type	count
nor2b	2
a21oi	1
a31oi	1
o21bai	1
o21a	1
o21ai	4
o32ai	1
nand2	5
dfrtp	3
o211ai	1
buf	4
inv	4
o31ai	2
nor4	1
clkbuf	4
dlygate4sd2	7
a2bb2oi	1
xor2	3
nor2	4
clkdlybuf4s50	1
nand3b	2
dlymetal6s2s	4
-- logic make-up after synthesis --
family                 count (synthesis)  share of synthesized area
flip-flops                             3                     0.2521
XOR/XNOR                               3                    0.08825
AND/OR/NAND/NOR                       14                     0.2269
AND-OR/OR-AND                         13                     0.3824
buffers and inverters                  4                    0.05041
-- layer usage --
metal  vias up  GRT usage
li1        170          -
met1       129    0.03918
met2        13    0.02970
met3         0    0.02159
met4         0   0.003521
met5         -          0
-- worst register-to-register path, delay by kind of cell, from the launching register on --
kind / cells / cell delay (ps)
flops: 1 / 330
compound gates: 1 / 240
buf+inv: 1 / 50
-- path summary, 6_finish.rpt --
path / startpoint / endpoint / slack [ps]
max: i[7] / q[0] / 100
min: rst / q[1] / 200
max reg2reg: q[1] / q[1] / 600
min reg2reg: q[2] / q[2] / 530
max in group asynchronous: rst / q[0] / 960
min in group clk0: i[0] / q[1] / 440
-- cell type report --
class	instances	area [sq um]
Fill cell	388	2875
Multi-Input combinational cell	30	215.2
Timing Repair Buffer	16	151.4
Sequential cell	3	75.07
Tap cell	46	57.56
Clock buffer	4	26.28
Inverter	4	15.01
-- through the flow --
step | TNS (ps) | cells | instance area, sq um
3_3_place_gp | -866.5 | 98 | 498.0
2_1_floorplan | 0 | 37 | 297.8
6_report | 0 | 103 | 540.5
5_1_grt | 0 | 103 | 540.5
4_1_cts | 0 | 102 | 518.0
3_5_place_dp | -972.0 | 98 | 498.0
-- timing repair --
action	CTS	global route
resized	8	6
setup endpoints to repair	6	3
buffers inserted	0	1
pin swaps	2	2
Power is estimated from default activity; no workload was simulated.
